File: /design/flow/config.mk
export PLATFORM = sky130hd
export DESIGN_NAME = pipeline_adder
export DESIGN_NICKNAME = pipeline_adder
export VERILOG_FILES = /design/flow/design.v
export SDC_FILE = /design/flow/constraint.sdc
export NUM_CORES = 4
export LEC_CHECK = 1
export CORE_UTILIZATION = 30
export SYNTH_HDL_FRONTEND = slang
File: /design/flow/constraint.sdc
current_design pipeline_adder

set clk_period 45.7
set clk_io_pct 0.2

create_clock -name clk0 -period $clk_period [get_ports {clk_i}]

set non_clock_inputs [all_inputs -no_clocks]
set_input_delay [expr $clk_period * $clk_io_pct] -clock clk0 $non_clock_inputs
set_output_delay [expr $clk_period * $clk_io_pct] -clock clk0 [all_outputs]
File: /design/flow/design.v
module pipeline_adder #(
  parameter int NUMBERS_AMOUNT  = 10,
  parameter int NUMBER_WIDTH    = 10,
  parameter int SIGNED          = 0,
  parameter int PIPELINE_FACTOR = 8, 
  parameter int SUM_WIDTH       = NUMBER_WIDTH + $clog2( NUMBERS_AMOUNT )
)(
  input                                                 clk_i,
  input                                                 rst_i,
  input  [NUMBERS_AMOUNT - 1 : 0][NUMBER_WIDTH - 1 : 0] data_i,
  input                                                 data_valid_i,
  output                                                ready_o,
  output [SUM_WIDTH - 1 : 0]                            data_o,
  output                                                data_valid_o,
  input                                                 ready_i
);
localparam int INPUTS_AMOUNT = NUMBERS_AMOUNT % 2 ? NUMBERS_AMOUNT + 1 : NUMBERS_AMOUNT;
localparam int STAGES_AMOUNT = $clog2( INPUTS_AMOUNT ) + 1;
localparam int VALID_PIPE    = PIPELINE_FACTOR ? PIPELINE_FACTOR : 1;
localparam int EXCESSIVE_PIPE = PIPELINE_FACTOR <= STAGES_AMOUNT ? 1 : 
                                PIPELINE_FACTOR - STAGES_AMOUNT;
function bit [STAGES_AMOUNT - 1 : 0] distribute_pipeline( input int pipeline_factor );
  int interval;
  distribute_pipeline = STAGES_AMOUNT'( 0 );
  if( pipeline_factor == 0 )
    return distribute_pipeline;
  interval = pipeline_factor > STAGES_AMOUNT ? 1 : STAGES_AMOUNT / pipeline_factor;
  for( int i = 0; i < STAGES_AMOUNT; i += interval )
    begin
      distribute_pipeline[i] = 1'b1;
      pipeline_factor--;
      if( pipeline_factor == 0 )
        break;
    end
endfunction
localparam bit [STAGES_AMOUNT - 1 : 0] PIPELINE_CHART = distribute_pipeline( PIPELINE_FACTOR );
logic [STAGES_AMOUNT - 1 : 0][INPUTS_AMOUNT - 1 : 0][SUM_WIDTH - 1 : 0] add_stages;
logic [VALID_PIPE - 1 : 0]                                              valid_d;
logic [EXCESSIVE_PIPE - 1 : 0][SUM_WIDTH - 1 : 0]                       ex_pipe;
always_ff @( posedge clk_i, posedge rst_i )
  if( rst_i )
    valid_d <= VALID_PIPE'( 0 );
  else
    if( ready_o )
      begin
        valid_d[0] <= data_valid_i;
        for( int i = 1; i < VALID_PIPE; i++ )
          valid_d[i] <= valid_d[i - 1];
      end
genvar g;
generate
  for( g = 0; g < STAGES_AMOUNT; g++ )
    if( PIPELINE_CHART[g] )
      begin : ff_stage
        always_ff @( posedge clk_i, posedge rst_i )
          if( rst_i )
            add_stages[g] <= ( INPUTS_AMOUNT * SUM_WIDTH )'( 0 );
          else
            if( ready_o )
              if( g == 0 )
                if( INPUTS_AMOUNT != NUMBERS_AMOUNT )
                  begin
                    for( int i = 0; i < NUMBERS_AMOUNT; i++ )
                      if( SIGNED )
                        add_stages[g][i] <= SUM_WIDTH'( signed'( data_i[i] ) );
                      else
                        add_stages[g][i] <= data_i[i];
                    add_stages[g][INPUTS_AMOUNT - 1] <= SUM_WIDTH'( 0 );
                  end
                else
                  for( int i = 0; i < NUMBERS_AMOUNT; i++ )
                    if( SIGNED )
                      add_stages[g][i] <= SUM_WIDTH'( signed'( data_i[i] ) );
                    else
                      add_stages[g][i] <= data_i[i];
              else
                for( int i = 0; i < ( INPUTS_AMOUNT / ( g + 1 ) ); i++ )
                  add_stages[g][i] <= add_stages[g - 1][i * 2] + add_stages[g - 1][i * 2 + 1];
      end
    else
      begin : comb_stage
        always_comb
          if( g == 0 )
            begin
              add_stages[g] = ( INPUTS_AMOUNT * SUM_WIDTH )'( 0 );
              if( INPUTS_AMOUNT != NUMBERS_AMOUNT )
                begin
                  for( int i = 0; i < NUMBERS_AMOUNT; i++ )
                    if( SIGNED )
                      add_stages[g][i] = SUM_WIDTH'( signed'( data_i[i] ) );
                    else
                      add_stages[g][i] = data_i[i];
                  add_stages[g][INPUTS_AMOUNT - 1] = SUM_WIDTH'( 0 );
                end
              else
                for( int i = 0; i < NUMBERS_AMOUNT; i++ )
                  if( SIGNED )
                    add_stages[g][i] = SUM_WIDTH'( signed'( data_i[i] ) );
                  else
                    add_stages[g][i] = data_i[i];
            end
          else
            begin
              add_stages[g] = add_stages[g - 1];
              for( int i = 0; i < NUMBERS_AMOUNT; i++ )
                add_stages[g][i] = add_stages[g - 1][i * 2] + add_stages[g - 1][i * 2 + 1];
            end
      end
endgenerate
always_ff @( posedge clk_i, posedge rst_i )
  if( rst_i )
    ex_pipe <= ( EXCESSIVE_PIPE * SUM_WIDTH )'( 0 );
  else
    if( ready_o )
      begin
        ex_pipe[0] <= add_stages[STAGES_AMOUNT - 1][0];
        for( int i = 1; i < EXCESSIVE_PIPE; i++ )
          ex_pipe[i] <= ex_pipe[i - 1];
      end
assign data_o       = PIPELINE_FACTOR > STAGES_AMOUNT ? ex_pipe[EXCESSIVE_PIPE - 1] : 
                                                        add_stages[STAGES_AMOUNT - 1][0];
assign data_valid_o = PIPELINE_FACTOR ? valid_d[PIPELINE_FACTOR - 1] : data_valid_i;
assign ready_o      = PIPELINE_FACTOR ? !valid_d[PIPELINE_FACTOR - 1] || ready_i :
                      ready_i;
endmodule
File: /design/flow/run.sh
#!/bin/bash
# OpenROAD 26Q1-2900-gdf79404cd8, Yosys 0.63+post, stock flow scripts
make -C /OpenROAD-flow-scripts/flow DESIGN_CONFIG=/design/flow/config.mk WORK_HOME=/design/flow/orfs finish
==> flow_metrics.py <==
# Metrics from the implementation run
metrics = {
    "outcome": {
        "outcome": "complete, no violations",
    },
    "floorplanning": {
        "num_io_pins": 120,
        "fp_util_pct": 30.42,
        "die_y_microns": 219.3,
        "dieWidth_microns": 219.3,
        "chip_area_sq_mm": 0.04808,
        "core_area_sq_mm": 0.04656,
        "num_rows": 79,
    },
    "place": {
        "pre_cts_ws_ns": 25.48,
        "gp_congestion": 0.8545,
        "detailed_place_hpwl_microns": 19000,
        "port_buffers": 119,
    },
    "route": {
        "drtIter0Drc": 547,
        "drc": 0,
        "antenna_cells": 0,
        "wl_per_cell_microns": 12.22,
        "postRouteAntennaNets": 0,
        "via_count": 10620,
        "routed_wl_microns": 28160,
        "viasPerCell": 4.608,
        "dr.pass1.iters": 5,
    },
    "grt": {
        "grt_use_total_pct": 12.63,
        "grt_pass1_wl_microns": 49000,
        "overflow": 0,
        "grt_max_degree": 167,
        "grt_pass1_vias": 10100,
        "antenna_found_initial": 0,
    },
    "setup_path": {
        "rr_worst_depth": 6,
        "cp.arrival_ns": 11.06,
        "worstPathRequired_ns": 36.56,
        "endpoint_kind": "output port",
        "cp-start-kind": "primary input",
        "critical_path_class": "primary input to output port",
        "critPathMaxFanout": 77,
    },
    "timing": {
        "setup_viol": 0,
        "layout_worst_path_cycle_share_pct": 44.21,
        "slew_headroom_pct": 48.01,
        "slew_violations": 0,
        "tightestPinTransition_ns": 0.7799,
        "final.setup.tns_ns": 0,
        "fin_crit_ns": 20.20,
        "max_clock_freq_mhz": 49.50,
        "finClkSkew_ns": 0.02023,
        "setup_ws_ns": 25.50,
        "hold_violations": 0,
        "rsz0062_at_grt": "false",
    },
    "power_and_ir_drop": {
        "power_leakage_uw": 0.008177,
        "power-per-cell-area_mw_per_mm2": 74.76,
        "vdd_drop_max_v": 0.00003168,
    },
    "clock_network": {
        "clock-root-buffer": "clkbuf_16",
        "cts.sinks": 278,
        "cts_max_level": 2,
        "clock_latency_ns": 0.54,
        "clock_path_buffers": 3,
        "cts_hold_buf": 0,
        "cts_buffers": 34,
        "cts_tree": "yes",
        "cts_setup_buffers": 0,
        "path_clk_slew_ns": 0.06,
        "post_cts_resized": 0,
    },
    "min_path": {
        "hold_path.class": "flop to flop",
        "min_path_cells": 2,
    },
    "yosys": {
        "ys.flop_type": "dfrtp_1",
        "syn_avg_cell_area_sq_um": 8.907,
        "synthCells": 1590,
        "synth_cell_type_count": 60,
        "synth-async-reset-ratio_pct": 100.0,
        "synth_area_sq_mm": 0.01416,
        "yosysTopAreaCell": "dfrtp_1",
        "topCellsByArea": "dfrtp_1 (49%), nand2_1 (16%), ha_1 (8.4%)",
        "seq_area_frac_synth_pct": 49.12,
        "edf_count": 0,
        "yosysWarnings": 56,
        "synth_flops": 278,
        "synth_top_area_share_pct": 49.12,
        "yosys_cells": 1590,
        "synth_chip_area_sq_mm": 0.01416,
    },
    "finish": {
        "area_growth_syn_to_layout_pct": 20.43,
        "layout-drive-gt1-share_pct": 4.773,
        "comb_area_sq_mm": 0.006745,
        "regArea_sq_mm": 0.006957,
        "fill_cells": 4573,
    },
    "run": {
        "cap_viol_max_count": 0,
        "warnings": 31,
    },
}
## critical path: stages
cell	delay, ns
clkdlybuf4s50_1	0.45
nor2b_4	0.12
buf_4	0.51
inv_8	0.30
clkdlybuf4s50_1	0.49
## placed cells by master (no fill, tap or decap), types with 17 or more instances in the layout
master	instances
a211oi_1	18
a21o_1	28
a21oi_1	83
clkbuf_16	34
clkdlybuf4s50_1	119
dfrtp_1	278
ha_1	95
inv_1	29
nand2_1	591
nor2_1	74
o21a_1	17
o21ai_0	91
xnor2_1	21
xor2_1	35
## cell usage after synthesis, types with 17 or more instances
cell	instances
a211oi_1	18
xor2_1	35
nor2_1	74
inv_1	30
nand2_1	591
a21oi_1	83
clkbuf_1	46
ha_1	95
o21a_1	17
a21o_1	28
o21ai_0	91
xnor2_1	21
dfrtp_1	278
## kinds of logic after synthesis
group | Yosys count | share of synthesized area (%)
compound gates | 297 | 13.00
flops | 278 | 49.12
buf+inv | 109 | 3.304
simple gates | 740 | 21.01
fa+ha+maj | 104 | 9.665
xor+xnor | 56 | 3.463
mux | 6 | 0.4417
## path summary, 6_finish.rpt
path / startpoint / endpoint / slack, ns
setup / recovery: ready_i / ready_o / 25.50
hold / removal: data_o[0] / data_o[0] / 0.46
setup reg to reg: valid_d[7] / add_stages[289] / 42.59
hold reg to reg: data_o[0] / data_o[0] / 0.46
max in group asynchronous: rst_i / add_stages[93] / 34.76
min in group asynchronous: rst_i / valid_d[7] / 9.13
## registers in the layout, indices dropped and copies added, names as in the netlist
| register | cells |
|---|---|
| add_stages | 228 |
| ex_pipe | 28 |
| data_o | 14 |
| valid_d | 8 |
## stage by stage
step	hold slack, ns	utilization (%)	cells	power, uW	instance area (sq um)
after global routing	0.4842	36.63	2304	1401	17060
after global placement	0.4436	34.09	2246	991.7	15870
after CTS	0.4677	36.63	2304	1296	17060
final	0.4620	36.63	2304	1275	17060
after floorplan	0.4300	-	1590	870.1	14160
after detailed placement	0.4467	34.09	2246	1002	15870
## cell type report
| type | count | area share, % |
|---|---|---|
| Sequential cell | 278 | 40.79 |
| Inverter | 31 | 0.7703 |
| Tap cell | 607 | 4.453 |
| Clock inverter | 14 | 1.277 |
| Multi-Input combinational cell | 1203 | 39.55 |
| Clock buffer | 44 | 5.678 |
| Timing Repair Buffer | 127 | 7.483 |
## layer usage
layer	up-vias	part of all wire, %	routed length (microns)	GRT usage, %
met5	-	0	0	0
met4	0	2.6	722	2.731
met3	47	4.0	1130	2.151
met2	163	45	12730	19.61
met1	4934	48	13590	18.95
li1	5472	-	-	-
## where the power goes
part	switching, uW	internal, uW	total [uW]	leakage, uW
Sequential	64.9	356	421	0.00332
Clock	104	178	282	0.000589
Combinational	313	259	572	0.00427
Total	482	793	1280	0.00818
Power is estimated from default activity; no workload was simulated.
