`flow/run.sh`:
```
#!/bin/bash
# OpenROAD 26Q1-2900-gdf79404cd8, Yosys 0.63+post, stock flow scripts
make -C /OpenROAD-flow-scripts/flow DESIGN_CONFIG=/design/flow/config.mk WORK_HOME=/design/flow/orfs finish
```
`flow/config.mk`:
```
export PLATFORM = sky130hd
export DESIGN_NAME = pipeline_division
export DESIGN_NICKNAME = pipeline_division
export VERILOG_FILES = /design/flow/design.v
export SDC_FILE = /design/flow/constraint.sdc
export NUM_CORES = 4
export LEC_CHECK = 1
export CORE_UTILIZATION = 30
export SYNTH_HDL_FRONTEND = slang
```
`flow/constraint.sdc`:
```
current_design pipeline_division

set clk_period 27.8
set clk_io_pct 0.2

create_clock -name clk0 -period $clk_period [get_ports {clk_i}]

set non_clock_inputs [all_inputs -no_clocks]
set_input_delay [expr $clk_period * $clk_io_pct] -clock clk0 $non_clock_inputs
set_output_delay [expr $clk_period * $clk_io_pct] -clock clk0 [all_outputs]
```
`flow/design.v`:
```
module pipeline_division #(
  parameter int DIVINDED_WIDTH = 8,
  parameter int DIVISOR_WIDTH  = 8
)(
  input                           clk_i,
  input                           rst_i,
  input  [DIVINDED_WIDTH - 1 : 0] divinded_i,
  input  [DIVISOR_WIDTH - 1 : 0]  divisor_i,
  input                           valid_i,
  output                          ready_o,
  output [DIVINDED_WIDTH - 1 : 0] quotient_o,
  output [DIVISOR_WIDTH - 1 : 0]  reminder_o,
  output                          valid_o,
  input                           ready_i
);
localparam int STAGES_AMOUNT   = DIVINDED_WIDTH + 2;
localparam int SHIFT_REG_WIDTH = DIVINDED_WIDTH * 2;
typedef struct packed {
  logic [DIVINDED_WIDTH - 1 : 0] rh;
  logic [DIVINDED_WIDTH - 1 : 0] rl;
} shift_reg_t;
shift_reg_t [STAGES_AMOUNT - 1 : 0]                         division_stages;
logic       [STAGES_AMOUNT - 1 : 0][DIVINDED_WIDTH - 1 : 0] rh_comb;
logic       [STAGES_AMOUNT - 1 : 0]                         q;
logic       [STAGES_AMOUNT - 1 : 0][DIVISOR_WIDTH - 1 : 0]  divisor_lock;
logic       [STAGES_AMOUNT - 1 : 0]                         valid_d;
always_ff @( posedge clk_i, posedge rst_i )
  if( rst_i )
    valid_d <= STAGES_AMOUNT'( 0 );
  else
    if( ready_o )
      begin
        valid_d[0] <= valid_i;
        for( int i = 1; i < STAGES_AMOUNT; i++ )
          valid_d[i] <= valid_d[i - 1];
      end
always_comb
  for( int i = 0; i < STAGES_AMOUNT; i++ )
    begin
      q[i] = division_stages[i].rh >= divisor_lock[i];
      rh_comb[i] = division_stages[i].rh;
      if( q[i] )
        rh_comb[i] = division_stages[i].rh - divisor_lock[i];
    end
always_ff @( posedge clk_i, posedge rst_i )
  if( rst_i )
    divisor_lock <= ( STAGES_AMOUNT * DIVISOR_WIDTH )'( 0 );
  else
    if( ready_o )
      for( int i = 0; i < STAGES_AMOUNT; i++ )
        if( i == 0 )
          divisor_lock[i] <= divisor_i;
        else
          divisor_lock[i] <= divisor_lock[i - 1];
always_ff @( posedge clk_i, posedge rst_i )
  if( rst_i )
    division_stages <= ( STAGES_AMOUNT * SHIFT_REG_WIDTH )'( 0 );
  else
    if( ready_o )
      for( int i = 0; i < STAGES_AMOUNT; i++ )
        if( i == 0 )
          division_stages[i] <= SHIFT_REG_WIDTH'( divinded_i );
        else
          if( i == ( STAGES_AMOUNT - 1 ) )
            begin
              division_stages[i].rh <= rh_comb[i - 1];
              division_stages[i].rl <= { division_stages[i - 1].rl[DIVINDED_WIDTH - 2 : 0], q[i - 1] };
            end
          else
            begin
              division_stages[i].rh <= { rh_comb[i - 1], division_stages[i - 1].rl[DIVINDED_WIDTH - 1] };
              division_stages[i].rl <= { division_stages[i - 1].rl[DIVINDED_WIDTH - 2 : 0], q[i - 1] };
            end
assign quotient_o = division_stages[STAGES_AMOUNT - 1].rl;
assign reminder_o = division_stages[STAGES_AMOUNT - 1].rh;
assign ready_o    = !valid_d[STAGES_AMOUNT - 1] || ready_i;
assign valid_o    = valid_d[STAGES_AMOUNT - 1];
endmodule
```
==> flow_summary.json <==
{
  "detailedRoute.firstIterationViolations": 547,
  "register_area_um2": 5660,
  "drt_wl_total_mm": 24.6,
  "multi_input_comb_area_um2": 5790,
  "ys_top_cells_by_area": "sky130_fd_sc_hd__dfrtp_1 (47%), sky130_fd_sc_hd__nand2_1 (12%), sky130_fd_sc_hd__ha_1 (6.7%)",
  "min-delay-start": "division_stages[132]",
  "synthCells": 1422,
  "grt_pass1_vias": 9335,
  "mappedNetlistArea_um2": 12200,
  "antenna_violations_before_repair": 0,
  "r2r_setup_slack_ns": 24.83,
  "ir_drop_uv": 55.6,
  "post-route-min-period_ns": 13.34,
  "final_hold_vio_count": 0,
  "hpwl_after_detailed_placement_mm": 16.4,
  "synth.cells.most_frequent": "sky130_fd_sc_hd__nand2_1 (378), sky130_fd_sc_hd__dfrtp_1 (226), sky130_fd_sc_hd__inv_1 (88), sky130_fd_sc_hd__nor2_1 (88), sky130_fd_sc_hd__o21ai_0 (75)",
  "power.net_switching_mw": 0.777,
  "clock_power_share_pct": 17.1,
  "worst_skew_pair.late_latency_ns": 0.52,
  "tritoncts.num_buffers": 24,
  "tns_ns": 0,
  "critical_path_endpoint_category": "output port",
  "design.die.area_um2": 41300,
  "ctsLongestPathBuffers": 3,
  "swShare_pct": 41.7,
  "timing.critical_path.required_ns": 22.24,
  "outcome": "complete, no violations",
  "r2r_end": "division_stages[30]",
  "yosys.area_share.xor_xnor_pct": 1.15,
  "min_delay_worst_endpoint": "division_stages[132]",
  "h-tree-depth": 1,
  "period_used_pct": 48.0,
  "clock_sinks": 226,
  "total_leakage_power_nw": 6.26,
  "diodes": 0,
  "tool_warnings": 29,
  "clkSlewWorstSetupHoldPaths_ns": 0.06,
  "number_of_port_buffers": 37,
  "synth.yosys.chip_area_um2": 12200,
  "ctsResizeCount": 0,
  "core_um2": 39800,
  "cellPowerDensity_nw_per_um2": 136,
  "synthMostInstantiatedCell": "sky130_fd_sc_hd__nand2_1",
  "fill_cells": 4099,
  "post_synth_mux_area_share_pct": 1.32,
  "whs_path_depth": 2,
  "setup-violations-final": 0,
  "synth_adder_area_share_pct": 8.01,
  "aoi_share_pct": 15.1,
  "combinational_share_of_power_pct": 52.4,
  "timing.setup.critical_path_class": "in -> out",
  "min-delay-path-class": "reg -> reg",
  "critical_path_arrival_ns": 7.78,
  "drt-vias-per-instance": 4.81,
  "synth.lib_cells_used.distinct": 53,
  "globalRouteOverflowTotal": 0,
  "rr_worst_depth": 8,
  "ys.flop_type": "sky130_fd_sc_hd__dfrtp_1",
  "topCombFamilyByArea": "simple AND/OR/NAND/NOR gates",
  "finalWeightedCongestion": 0.876,
  "global_route_wire_length_before_repair_mm": 43.3,
  "post_route_cells_drive_above_1_share_pct": 3.58,
  "enable_flop_cells": 0,
  "cp_max_fo": 180,
  "via_count": 9385,
  "ys.flops": 226,
  "synth-warning-count": 0,
  "avgSynthCellArea_um2": 8.55,
  "synth_top_area_share_pct": 46.5,
  "fp_util_pct": 30.5,
  "ios": 38,
  "antenna_left": 0,
  "gr-usage-all-layers_pct": 12.6,
  "power_frac_seq_pct": 30.5,
  "max-slew-margin-rel_pct": 44.7,
  "yosys_cell_count": 1422,
  "postCtsHoldBufs": 0,
  "yosys.area.top_type": "sky130_fd_sc_hd__dfrtp_1",
  "simple_gate_share_pct": 22.0,
  "dieHeight_um": 203,
  "clock_skew_ns": 0.0135,
  "seq_area_frac_synth_pct": 46.5,
  "areaGrowthSynthToFinish_pct": 12.5,
  "post_cts.repair.setup_buffers": 0,
  "tritoncts": "done",
  "route.detailed.wl_per_inst_um": 12.6,
  "tightest_slew_ns": 0.829,
  "worst_r2r_startpoint": "valid_d[9]",
  "count_of_unresolved_drc_violations_after_routing": 0,
  "internal_power_summed_over_all_cells_mw": 1.08,
  "rsz0062_at_grt": "no",
  "drt-pass1-iter-count": 5,
  "timing.critical_path.from_type": "input port",
  "cts_root_buffer": "sky130_fd_sc_hd__clkbuf_16",
  "grt_max_degree": 181,
  "finalPower_mw": 1.86,
  "final-max-slew-violation-count": 0,
  "async_flop_share_pct": 100,
  "maxClockFrequency_mhz": 75.0,
  "die-width_um": 203,
  "maxCapViolCount": 0,
  "floorplan.rows": 73
}
[worst max path at each step]
stage | from | to | slack (ns) | cells past startpoint
CTS | ready_i | ready_o | 14.41 | 5
global route | ready_i | ready_o | 14.31 | 5
finish | ready_i | ready_o | 14.46 | 5
[kinds of logic (layout without fill, tap and decap cells)]
| kind of cell | Yosys count | in the layout |
|---|---|---|
| AOI/OAI and AO/OA | 300 | 300 |
| xor gates and xnor gates | 16 | 16 |
| adders and majority gates | 73 | 73 |
| buffers and inverters | 172 | 175 |
| DFF | 226 | 226 |
| muxes | 16 | 16 |
| and+or+nand+nor | 619 | 619 |
[worst max-delay path, stage by stage]
cell and delay (ns):
sky130_fd_sc_hd__clkdlybuf4s50_1 0.44, sky130_fd_sc_hd__nor2b_4 0.14, sky130_fd_sc_hd__buf_12 0.55, sky130_fd_sc_hd__inv_6 0.41, sky130_fd_sc_hd__clkdlybuf4s50_1 0.58
[metal layers]
metal / vias to the layer above / GRT usage [%] / part of all wire [%]
met5: - / 0 / 0
met4: 0 / 2.47 / 2.0
met3: 45 / 1.53 / 2.9
met2: 124 / 21.7 / 48
met1: 4414 / 17.5 / 47
li1: 4802 / - / -
[flip-flops by register name, indices dropped and copies added, names as in the netlist]
signal,flops
valid_d,10
reminder_o,8
division_stages,128
divisor_lock,72
quotient_o,8
[power by group through the flow]
| stage | sequential, mW | combinational, mW | clock (mW) |
|---|---|---|---|
| after CTS | 0.571 | 0.979 | 0.328 |
| final | 0.569 | 0.975 | 0.318 |
| after global routing | 0.591 | 1.11 | 0.341 |
[layout make-up]
type,count,share of cell area (%)
clock buffer,32,4.91
clock inverter,11,0.805
inverter,89,2.54
multi-input combinational,1024,42.3
sequential,226,41.4
tap,525,4.81
timing repair buffer,43,3.22
[through the flow]
stage          utilization [%]  setup WS [ns]  cells  hold WS, ns  instance area (um2)
2_1_floorplan                -          16.03   1422        0.430                12200
3_3_place_gp              32.4          14.43   1907        0.442                12900
3_5_place_dp              32.4          14.41   1907        0.455                12900
4_1_cts                   34.3          14.41   1950        0.470                13700
5_1_grt                   34.3          14.31   1950        0.485                13700
6_report                  34.3          14.46   1950        0.464                13700
[placed cells by master (no fill, tap or decap), drive strengths merged, types with 23 or more instances in the layout]
cell type and instances:
nor2b 23, o21ai 110, clkbuf 32, inv 89, a21oi 51, dfrtp 226, ha 65, a31oi 48
nand2 378, nand4 23, nand3 38, nor2 88, clkdlybuf4s50 37
