$ cat ./design.v
module sorting_network #(
  parameter int NUMBER_WIDTH   = 10,
  parameter int NUMBERS_AMOUNT = 10
)(
  input                                                 clk_i,
  input                                                 rst_i,
  input  [NUMBERS_AMOUNT - 1 : 0][NUMBER_WIDTH - 1 : 0] data_i,
  input                                                 data_valid_i,
  output                                                ready_o,
  output [NUMBERS_AMOUNT - 1 : 0][NUMBER_WIDTH - 1 : 0] data_o,
  output                                                data_valid_o,
  input                                                 ready_i
);
localparam int LAYERS_AMOUNT = NUMBERS_AMOUNT + 1;
function logic [1 : 0][NUMBER_WIDTH - 1 : 0] comp_and_swap
(
  input logic [1 : 0][NUMBER_WIDTH - 1 : 0] unsorted_data
);
  logic [1 : 0][NUMBER_WIDTH - 1 : 0] sorted_data;
  if( unsorted_data[0] > unsorted_data[1] )
    begin
      sorted_data[0] = unsorted_data[1];
      sorted_data[1] = unsorted_data[0];
    end
  else
    begin
      sorted_data[0] = unsorted_data[0];
      sorted_data[1] = unsorted_data[1];
    end
  return sorted_data;
endfunction
logic [LAYERS_AMOUNT - 1 : 0][NUMBERS_AMOUNT - 1 : 0][NUMBER_WIDTH - 1 : 0] network;
logic [LAYERS_AMOUNT - 1 : 0][NUMBERS_AMOUNT - 1 : 0][NUMBER_WIDTH - 1 : 0] network_comb;
logic [LAYERS_AMOUNT - 1 : 0]                                               data_valid_d;
always_comb
  begin
    network_comb[0] = data_i;
    network_comb[LAYERS_AMOUNT - 1 : 1] = network[LAYERS_AMOUNT - 1 : 1];
    for( int layer = 1; layer < LAYERS_AMOUNT; layer++ )
      if( layer % 2 )
        if( NUMBERS_AMOUNT % 2 )
          begin
            for( int pair = 0; pair < NUMBERS_AMOUNT - 1; pair += 2 )
              network_comb[layer][pair + 1 -: 2] = comp_and_swap( network[layer - 1][pair + 1 -: 2] );
            network_comb[layer][NUMBERS_AMOUNT - 1] = network[layer - 1][NUMBERS_AMOUNT - 1];
          end
        else
          for( int pair = 0; pair < NUMBERS_AMOUNT; pair += 2 )
            network_comb[layer][pair + 1 -: 2] = comp_and_swap( network[layer - 1][pair + 1 -: 2] );
      else
        if( NUMBERS_AMOUNT % 2 )
          begin
            network_comb[layer][0] = network[layer - 1][0];
            for( int pair = 1; pair < NUMBERS_AMOUNT; pair += 2 ) 
              network_comb[layer][pair + 1 -: 2] = comp_and_swap( network[layer - 1][pair + 1 -: 2] );
          end
        else
          begin
            network_comb[layer][0]                  = network[layer - 1][0];
            for( int pair = 1; pair < NUMBERS_AMOUNT - 1; pair += 2 ) 
              network_comb[layer][pair + 1 -: 2] = comp_and_swap( network[layer - 1][pair + 1 -: 2] );
            network_comb[layer][NUMBERS_AMOUNT - 1] = network[layer - 1][NUMBERS_AMOUNT - 1];
          end
  end
always_ff @( posedge clk_i, posedge rst_i )
  if( rst_i )
    network <= '0;
  else
    if( ready_o )
      network <= network_comb;
always_ff @( posedge clk_i, posedge rst_i )
  if( rst_i )
    data_valid_d <= '0;
  else
    if( ready_o )
      begin
        data_valid_d[0] <= data_valid_i;
        for( int i = 1; i < LAYERS_AMOUNT; i++ )
          data_valid_d[i] <= data_valid_d[i - 1];
      end
assign data_o       = network[LAYERS_AMOUNT - 1];
assign data_valid_o = data_valid_d[LAYERS_AMOUNT - 1];
assign ready_o      = ready_i || !data_valid_o;
endmodule
$ cat ./run.sh
#!/bin/bash
# OpenROAD 26Q1-2900-gdf79404cd8, Yosys 0.63+post, stock flow scripts
make -C /OpenROAD-flow-scripts/flow DESIGN_CONFIG=/design/flow/config.mk WORK_HOME=/design/flow/orfs finish
$ cat ./config.mk
export PLATFORM = sky130hd
export DESIGN_NAME = sorting_network
export DESIGN_NICKNAME = sorting_network
export VERILOG_FILES = /design/flow/design.v
export SDC_FILE = /design/flow/constraint.sdc
export NUM_CORES = 4
export LEC_CHECK = 1
export CORE_UTILIZATION = 30
export SYNTH_HDL_FRONTEND = slang
$ cat ./constraint.sdc
current_design sorting_network

set clk_period 311.5
set clk_io_pct 0.2

create_clock -name clk0 -period $clk_period [get_ports {clk_i}]

set non_clock_inputs [all_inputs -no_clocks]
set_input_delay [expr $clk_period * $clk_io_pct] -clock clk0 $non_clock_inputs
set_output_delay [expr $clk_period * $clk_io_pct] -clock clk0 [all_outputs]
==> CHANGELOG.md <==
## Flow update

* First-pass GRT wire length at 242.2 mm
* Hold_sp: network[506]$_DFFE_PP0P_
* Global-route usage over all layers at 0.1556
* Internal power at 450.0 uW
* Antenna violations before repair at 1
* Unrepaired setup endpoints after global routing: no
* Total clock buffers created by CTS at between 100 and 150
* Sequential power share at 0.352
* Longest Clk Path Bufs at 3
* Setup slack of the most critical reg-to-reg path at approximately 300 ns
* Reg-to-reg critical path startpoint: data_valid_d[10]$_DFFE_PP0P_
* Register-to-Register Path Depth at 7
* Cell at the root of the clock tree: sky130_fd_sc_hd__clkbuf_16
* Worst-skew pair later-pin latency at between 0.7 and 0.8 ns
* Total congestion overflow after global routing at 0
* Library cell with the largest summed area after synthesis: sky130_fd_sc_hd__dfrtp_1
* Yosys synthesis chip area at ~59000 sq um
* Sum of negative setup slack at 0 ns
* Routed wirelength normalized by instance count at approximately 18 um
* Area of the die at between 150000 and 200000 sq um
* FMAX at approximately 0.008 GHz
* Number of instances in the synthesized netlist at between 5000 and 6000
* Part of the total power dissipated in combinational logic at 0.472
* IR Drop Worst-Case VDD at between 0.000005 and 0.000006 V
* Clock transition at the registers of the reported paths at about 0.060 ns
* Core ar. at between 150000 and 200000 sq um
* Count of cells resized by post-cts repair at 0
* Detailed-route via count at around 43000
* Stage-log warning count at 34
* Worst rel slew slack at 0.4807
* Total of hold buffers inserted after clock tree synthesis at 0
* Leakage power total at 0.03008 uW
* Most frequent cells in the layout: 1111 x sky130_fd_sc_hd__dfrtp_1, 900 x sky130_fd_sc_hd__a221o_1, 540 x sky130_fd_sc_hd__nand2_1, 540 x sky130_fd_sc_hd__and2_1, 495 x sky130_fd_sc_hd__inv_1
* TritonCTS clock tree: done
* Data arrival, critical path at roughly 64 ns
* Remaining DRCs at 0
* Sequential share of the synthesized area at 0.4696
* Dpl hpwl at 105.6 mm
* # Max-Cap Violations at 0
* Share of the synthesized area in the top cell type at 0.4696
* Initial standard-cell utilization of the core at 0.3030
* Number of distinct library cell variants in the gate-level netlist after synthesis at 26
* Power per Cell Area at 11.74 nW/um^2
* Detailed-route vias per instance at about 5.2
* Finish-stage setup viols at 0
* Clock net sink count at 1111
* Total of flip-flops plus latches after synthesis at around 1100
* H-Tree Level Count at 3
* Yosys cell count at ~5600
* Worst-case setup margin in the final layout at 185.27 ns
* Critical Path Fanout Max at 80
* Endpoint class of the critical path: primary output
* Required time at the endpoint of the critical path at around 250 ns
* Worst hold path depth at 2
* Final clock skew at ~0.017 ns
* Clock group share of total power at 0.176
* Violation count after the first detailed-route iteration at around 3300
* Number of buffers inserted to repair setup after CTS at 0
* Synthesized area per cell at 10.57 sq um
* Std-Cell Rows at about 160
* Final ANT Viol Nets at 0
* RD Place Congestion at ~0.89
* Switch share at 0.4219
* Status: finished, final reports clean
* Slew Viols, Final at 0
* Tot Pwr at about 780 uW
* Class of the tightest hold or removal check: flip-flop to flip-flop
* Layout cell share with drive strength beyond 1 at 0.08081
* Synth warnings at 0
* Post-route worst hold slack at ~0.45 ns
* Pin count of the biggest net entering global routing at approximately 130
* Pre-Repair DR Iteration Count at 5
* Die Y at around 450 um
* Setup WS pre-CTS at between 150 and 200 ns
* Layout filler cell count at 19430
* Total length of routed wires at approximately 150 mm
* Most instantiated logic cell after routing: sky130_fd_sc_hd__dfrtp_1
* Classification of the worst setup path: primary input to primary output
* Endpoint of the lowest-slack register-to-register path: network[908]$_DFFE_PP0P_
* Worst-margin pin slew at between 0.7 and 0.8 ns
* Category of the worst setup path launch point: primary input
* Vias in the first global route at approximately 42000
* Share of the core filled with cells at 0.3392
* Area of the mapped netlist at ~59000 sq um
* Post-layout period usage of the worst path at 0.4052
* Final hold vios at 0
* Chip Width at 446.2 um
* Port-buffer cells at 205
* Shortest clock period the worst path allows after layout at 126.23 ns
* Synth area leaders: sky130_fd_sc_hd__dfrtp_1 47%, sky130_fd_sc_hd__a221o_1 15%, sky130_fd_sc_hd__ha_1 9.5%
* Sw Pwr at between 300 and 400 uW
* Number of ports placed on the die boundary at just over 200
* Worst Hold Endpoint: network[606]$_DFFE_PP0P_
* Area added between synthesis and finish at 11.97%
==> worst max-delay path by stage <==
stage                 startpoint       to  slack (ns)  depth (start not counted)
final                    ready_i  ready_o      185.27                          4
after global routing     ready_i  ready_o      185.13                          4
after CTS                ready_i  ready_o      185.25                          4
==> stage by stage <==
step | cell area, sq um | cells
floorplan | 59200 | 5601
global placement | 62600 | 8075
detailed placement | 62600 | 8075
CTS | 66280 | 8267
global route | 66280 | 8268
finish | 66280 | 8268
==> critical path: stages <==
cell	delay (ns)
sky130_fd_sc_hd__clkdlybuf4s50_1	0.44
sky130_fd_sc_hd__nor2b_4	0.38
sky130_fd_sc_hd__inv_8	0.24
sky130_fd_sc_hd__clkdlybuf4s50_1	0.49
==> layout make-up <==
class	instances	area (sq um)	area share
Antenna cell	1	2.502	0.00003775
Tap cell	2624	3283	0.04953
Multi-Input combinational cell	3557	26920	0.4062
Timing Repair Buffer	286	2710	0.04089
Clock buffer	167	3282	0.04951
Clock inverter	25	402.9	0.006078
Inverter	497	1881	0.02837
Sequential cell	1111	27800	0.4194
==> flip-flops by register name, summed over array words and instances, names as in the netlist <==
signal	count
comp_and_swap.unsorted_data	20
data_o	100
data_valid_d	11
network	980
==> per-layer routing <==
layer  share of wire  global-route usage
met1            0.50              0.2575
met3           0.066             0.03508
met5               0                   0
met2            0.41              0.2129
met4           0.019             0.02640
==> power groups by stage <==
stage | Clock, uW | Combinational, uW | Sequential, uW
4_1_cts | 140 | 368 | 273
5_1_grt | 146 | 412 | 280
6_report | 137 | 368 | 274
==> logic make-up after synthesis <==
logic type,synth area share
AOI/OAI and AO/OA,0.2101
and+or+nand+nor,0.1458
adders and majority gates,0.09511
DFF,0.4696
buffers and inverters,0.07943
==> Yosys cell counts, drive strengths merged <==
cell type,n
a2111oi,45
a211oi,90
a21oi,90
a221o,900
and2,540
and4,45
buf,310
clkbuf,126
dfrtp,1111
ha,450
inv,497
nand2,540
nand2b,46
nand4,90
nor2,405
nor2b,1
nor3,90
o21a,45
o21ai,180
Power is estimated from default activity; no workload was simulated.
